$ cat design/flow/config.mk
export PLATFORM = sky130hd
export DESIGN_NAME = ram_1
export DESIGN_NICKNAME = ram_1
export VERILOG_FILES = /design/flow/design.v
export SDC_FILE = /design/flow/constraint.sdc
export NUM_CORES = 4
export LEC_CHECK = 1
export CORE_UTILIZATION = 30
export SYNTH_MEMORY_MAX_BITS = 65536
$ cat design/flow/constraint.sdc
current_design ram_1

set clk_period 30.7
set clk_io_pct 0.2

create_clock -name clk0 -period $clk_period [get_ports {clk}]

set non_clock_inputs [all_inputs -no_clocks]
set_input_delay [expr $clk_period * $clk_io_pct] -clock clk0 $non_clock_inputs
set_output_delay [expr $clk_period * $clk_io_pct] -clock clk0 [all_outputs]
$ cat design/flow/design.v
module ram_1(addr,data,clk,rd,wr,cs);
input [9:0] addr;
input clk,rd,wr,cs;
inout [7:0] data;
reg [7:0]mem[1023:0];
reg [7:0] d_out;
assign data=(cs&&rd)?d_out:8'bz;
always @ (posedge clk)
if (cs && wr && !rd) mem[addr]=data;
always@(posedge clk)
if (cs && wr && !wr) d_out=mem[addr];
endmodule
$ cat design/flow/run.sh
#!/bin/bash
# OpenROAD 26Q1-2900-gdf79404cd8, Yosys 0.63+post, stock flow scripts
make -C /OpenROAD-flow-scripts/flow DESIGN_CONFIG=/design/flow/config.mk WORK_HOME=/design/flow/orfs finish
==> impl_metrics.json <==
{
  "yosys-dominant-comb-family": "multiplexers",
  "synth.top_cells.by_count": "edfxtp_1 (8200), mux2i_1 (2701), nor2_1 (1301)",
  "cts_num_sinks": 8200,
  "yosys-mux-area-fraction_pct": 13.62,
  "ys_seq_elements": 8200,
  "io_pins": 22,
  "number_of_enable_flip_flop_cells": 8200,
  "outcome": "stopped before the end",
  "synth-main-ff-cell": "edfxtp_1",
  "ys_seq_share_pct": 77.79,
  "asyncSetResetFlopFracSynth_pct": 0,
  "gpl.final_weighted_congestion": 0.9002,
  "max-clock-path-buffers": 4,
  "fp-row-count": 377,
  "largest_area_cell": "edfxtp_1",
  "tritoncts.num_buffers": 788,
  "number_of_gates_resized_after_cts": 0,
  "synth_stat.cells": 16786,
  "numPortBuffers": 13,
  "run.stop_error": "[error] [KeplerFormal.cpp:679] Workflow failed: Iso has multiple drivers: .data7, place1448.X0",
  "synthesis.instances": 16786,
  "fail_step": "4_1_cts",
  "yosys_area_um2": 316600,
  "dp.final_hpwl_mm": 579.6,
  "cts_hold_repair.buffers": 0,
  "ctsRootBufferMaster": "clkbuf_16",
  "mappedNetlistArea_um2": 316600,
  "initial_core_utilization_pct": 30.07,
  "top_cell_area_share_pct": 77.79,
  "top_cells_by_area": "edfxtp_1 (78%), mux2i_1 (8.5%), mux4_2 (4.9%)",
  "synthXorXnorAreaFrac_pct": 0,
  "place_area_um2": 335800,
  "htree_depth": 6,
  "post_synth_num_cell_types": 78,
  "top_cell": "edfxtp_1",
  "post_cts_repair_timing_setup_buffer_count": 0,
  "post_synth_ao_oa_area_fraction_pct": 3.833,
  "die_h_mm": 1.029,
  "die_width_mm": 1.029,
  "synth.cellmix.adderShare_pct": 0,
  "ys_warn_count": 2,
  "avgSynthCellArea_um2": 18.86,
  "simple_gate_area_share_pct": 3.103
}
## per-stage QoR
| stage | cells | setup WS [ns] | hold WS (ns) |
|---|---|---|---|
| 2_1_floorplan | 16793 | 12.54 | 0.8529 |
| 3_3_place_gp | 30513 | 15.51 | 0.8388 |
| 3_5_place_dp | 30522 | 16.74 | 0.8363 |
## logic make-up after synthesis
group | after synthesis
other | 1
AND-OR/OR-AND | 1857
multiplexers | 3423
flip-flops | 8200
buffers and inverters | 1087
AND/OR/NAND/NOR | 2218
